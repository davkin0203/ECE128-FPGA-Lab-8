[constraint.sdc]
current_design bin2BCD

set clk_period 4.3
set clk_io_pct 0.2

create_clock -name clk0 -period $clk_period [get_ports {clk}]

set non_clock_inputs [all_inputs -no_clocks]
set_input_delay [expr $clk_period * $clk_io_pct] -clock clk0 $non_clock_inputs
set_output_delay [expr $clk_period * $clk_io_pct] -clock clk0 [all_outputs]
[design.v]
`timescale 1ns / 1ps
module top(input clkt, output [6:0] Seg_cathode, output [3:0] Seg_anode
    );
     reg [15:0]stat_bcd = 16'b0;
    wire clock;
     wire done;
    wire [11:0] bin_cnt;
    wire [15:0] bcd_d_out;
    wire rdy;
    clock_divider uut11(.clock_in(clkt), .clock_out(clock)); 
    example_count uut6(.clk(clock), .done(done), .bin_cnt(bin_cnt));
    bin2BCD uut8(.clk(clock), .en(done), .bin_d_in(bin_cnt), .bcd_d_out(bcd_d_out), .rdy(rdy));
    driver uut9(.clk(clock), .bcd_in(stat_bcd), .sseg_a_o(Seg_anode), .sseg_c_o(Seg_cathode));
    always @(posedge clkt)
        begin
        if(rdy)
            begin
            stat_bcd<=bcd_d_out;
            end
       end
endmodule
module bin2BCD(
    input           clk,
    input           en,
    input   [11:0]  bin_d_in,
    output  [15:0]  bcd_d_out,
   output          rdy
    );
    parameter IDLE      = 3'b000;
    parameter SETUP     = 3'b001;
    parameter ADD       = 3'b010;
    parameter SHIFT     = 3'b011;
    parameter DONE      = 3'b100;
    reg [27:0]  bcd_data    = 0;
    reg [2:0]   state       = 0;
    reg         busy        = 0;
    reg [3:0]   sh_counter  = 0;
    reg [1:0]   add_counter = 0;
    reg         result_rdy  = 0;
    always @(posedge clk)
        begin
        if(en)
            begin
                if(~busy)
                    begin
                    bcd_data    <= {16'b0, bin_d_in};
                    state       <= SETUP;
                    end
            end
        case(state)
            IDLE:
                begin
                    result_rdy  <= 0;
                    busy        <= 0;
                end
            SETUP:
                begin
                busy        <= 1;
                state       <= ADD;
                end
            ADD:
                begin
                case(add_counter)
                    0:
                        begin
                        if(bcd_data[15:12] > 4)
                            begin
                                bcd_data[27:12] <= bcd_data[27:12] + 3;
                            end
                            add_counter <= add_counter + 1;
                        end
                    1:
                        begin
                        if(bcd_data[19:16] > 4)
                            begin
                                bcd_data[27:16] <= bcd_data[27:16] + 3;
                            end
                            add_counter <= add_counter + 1;
                        end
                    2:
                        begin
                        if((add_counter == 2) && (bcd_data[23:20] > 4))
                            begin
                                bcd_data[27:20] <= bcd_data[27:20] + 3;
                            end
                            add_counter <= add_counter + 1;
                        end
                    3:
                        begin
                        if((add_counter == 3) && (bcd_data[27:24] > 4))
                            begin
                                bcd_data[27:24] <= bcd_data[27:24] + 3;
                            end
                            add_counter <= 0;
                            state   <= SHIFT;
                        end
                    endcase
                end
            SHIFT:
                begin
                sh_counter  <= sh_counter + 1;
                bcd_data    <= bcd_data << 1;
                if(sh_counter == 11)
                    begin
                    sh_counter  <= 0;
                    state       <= DONE;
                    end
                else
                    begin
                    state   <= ADD;
                    end
                end
            DONE:
                begin
                result_rdy  <= 1;
                state       <= IDLE;
                end
            default:
                begin
                state <= IDLE;
                end
            endcase
        end
    assign bcd_d_out    = bcd_data[27:12];
   assign rdy          = result_rdy;
endmodule
[run.sh]
#!/bin/bash
# OpenROAD 26Q1-2900-gdf79404cd8, Yosys 0.63+post, stock flow scripts
make -C /OpenROAD-flow-scripts/flow DESIGN_CONFIG=/design/flow/config.mk WORK_HOME=/design/flow/orfs finish
[config.mk]
export PLATFORM = sky130hd
export DESIGN_NAME = bin2BCD
export DESIGN_NICKNAME = bin2BCD
export VERILOG_FILES = /design/flow/design.v
export SDC_FILE = /design/flow/constraint.sdc
export NUM_CORES = 4
export LEC_CHECK = 1
export CORE_UTILIZATION = 50
==> GITHUB_STEP_SUMMARY <==
### Flow metrics

| Metric | Value |
|---|---|
| Status | complete, no violations |
| Critical-path top delay cell | dfxtp_1 |
| Tool warnings | 34 |
| Die W | between 80 and 90 um |
| Fmax | around 380 MHz |
| CTS tree | yes |
| Layout Utilization | ~57% |
| DIE HEIGHT | slightly above 80 um |
| Adder Area Share | under 10% |
| Slew at the pin closest to its max-slew limit | a little over 0.7 ns |
| Ys cells | 408 |
| P_leak | ~1.3 nW |
| Setup CP Type | register to register |
| Area leader share | between 10% and 20% |
| Core Area | ~6000 um2 |
| Period minus WS final | roughly 2.6 ns |
| GR Util All Layers | a little over a quarter |
| Layout cells sized above 1 | under 10% |
| Clk sink count | 39 |
| FP Rows | 28 |
| Cell Type Count | a little over 60 |
| Area Overhead vs Synth | 8.25% |
| DRT iter0 DRCs | 227 |
| Floorplan Utilization | ~53% |
| GPL Wtd Cong | about 0.87 |
| Pwr Total | roughly 2.6 mW |
| Worst VDD drop | a little under 0.4 mV |
| Met3 usage | 5.86% |
| Final instance area | 3450 um2 |
| Ys Warns | 1 |
| Seq cells post-synth | 39 |
| Flip-flops with a built-in enable | 19 |
| Crit. path cell count | 8 |
| Crit-path max FO | 13 |
| Routed vias/inst | roughly 6.1 |
| Initial antenna violation count | 0 |
| Clock buffer count from CTS | 5 |
| Max Slew Vio Count | 0 |
| Top comb family, area | AND-OR/OR-AND gates |
| Worst Path Buf+Inv | 1 |
| Setup TNS | 0 ns |
| Synth top cell by count | nand2_1 |
| CP endpoint kind | register |
| Vias | between 2000 and 3000 |
| Antenna Cells | 0 |
| CTS H-Tree Depth | 2 |
| Mux cell area share | ~2.3% |
| Most Crowded Layer GR | met1 |
| WL final | 8.20 mm |
| Headroom to the max-slew limit | roughly half |
| Synth Area per Inst | around 7.8 um2 |
| Largest net degree at the start of global routing | 30 |
| Worst hold path depth | 2 |
| Post-DP Area | between 3000 and 4000 um2 |
| Setup Viol. Count Final | 0 |
| Final Hold Fails | 0 |
| CTS max path bufs | 2 |
| Area fraction in compound gates | roughly a quarter |
| Most used DFF post-synth | dfxtp_1 |
| CP Launch Type | register |
| Syn Inst Count | 408 |
| Synth Seq Share | a little under a third |
| RSZ-0062 raised after global routing | false |
| DP Wirelength | 5.45 mm |
| Share of synthesized registers carrying an async set or reset | 0% |
| GRT met1 Usage | a little over two fifths |
| I/O Buffers | 30 |
| Grt ovf | 0 |
| CP arrival | around 2.8 ns |
| Antenna-violating nets left | 0 |
| Post-Syn Area | roughly 3200 um2 |
| Commonest cells in the netlist | nand2_1 (59), o21ai_0 (32), nor2_1 (27) |
| Crit path largest cell delay | approximately 0.7 ns |
| Period utilisation layout | approximately three fifths |
| Crit-path cells | inv_1, ha_1, and2b_1, nand2_1, a32o_1, a221o_1, a221oi_2, a21oi_1 |
| First-pass DRT Iterations | 5 |
| Power Density | approximately 740 nW/um2 |
| Fin Clk Skew | 0.0158 ns |
| Vias in the first global route | between 2000 and 3000 |
| Area leader, netlist | edfxtp_1 |
| Final Non-Filler Cells | roughly 470 |
| CTS Root Cell | clkbuf_8 |
| Inst Count DP | ~470 |
| Postcts setup bufs | 0 |
| GR Layer Usage met2 | approximately two fifths |
| Io pins | 31 |
| Post-CTS Resized | 0 |
| Critical path's top delay family | AND-OR/OR-AND gates |
| Critical Path RT | around 4.5 ns |
| Post-synthesis xor/xnor area fraction | roughly 3.3% |
| Clk ins delay skew pair | about 0.30 ns |
| First-pass GRT wire length | 13.3 mm |
| R2R depth | 8 |
| Wire per inst | between 15 and 20 um |
| YS chip area | about 3200 um2 |
| Hold buffer count at CTS | 0 |
| Die area | around 6700 um2 |
| Yosys simple share | about 22% |
| DRC | 0 |
| Worst min path class | register to register |
| Ranking of synthesized cells by area | edfxtp_1 (18%), dfxtp_1 (13%), nand2_1 (7.0%) |
| Worst-path clk slew | roughly 0.09 ns |
| Max-cap violations | 0 |
logic make-up after synthesis:
group                    count (synthesis)
AND/OR/NAND/NOR                        145
AND-OR/OR-AND                          123
buffers and inverters                   69
flip-flops                              39
adder cells (fa/ha/maj)                 13
XOR/XNOR                                12
multiplexers                             7
stage by stage:
stage / setup WS (ns) / hold WS (ns)
2_1_floorplan: 1.99 / 0.437
3_3_place_gp: 1.62 / 0.447
3_5_place_dp: 1.60 / 0.455
4_1_cts: 1.72 / 0.468
5_1_grt: 1.50 / 0.510
6_report: 1.68 / 0.472
worst register-to-register path, cell delays in order, from the launching register on:
cell      delay, ns
dfxtp_1        0.70
inv_1          0.14
ha_1           0.26
and2b_1        0.43
nand2_1        0.10
a32o_1         0.27
a221o_1        0.35
a221oi_2       0.18
a21oi_1        0.09
report_power, final:
group / total (mW) / internal [mW] / leakage (nW) / switching [mW]
logic: 1.31 / 0.569 / 0.879 / 0.746
clock network: 0.375 / 0.232 / 0.0654 / 0.143
registers: 0.867 / 0.584 / 0.353 / 0.283
flip-flops by register name, summed over array words and instances (netlist names):
| name | count |
|---|---|
| bcd_data | 28 |
| sh_counter | 4 |
| state | 3 |
| add_counter | 2 |
| busy | 1 |
| result_rdy | 1 |
layer usage:
| layer | part of all wire (%) | vias up | routed length (um) |
|---|---|---|---|
| met4 | 1.6 | 0 | 133 |
| met3 | 7.6 | 16 | 620 |
| met2 | 44 | 118 | 3570 |
| li1 | - | 1428 | - |
| met5 | 0 | - | 0 |
| met1 | 47 | 1338 | 3870 |
cells in the final DEF, fill, tap and decap left out, types with 3 or more instances in the layout:
cell and instances:
o21ai_0 32, nand2b_1 5, buf_4 3, a21oi_1 21, xor2_1 3, clkdlybuf4s50_1 30
o21a_1 4, a221oi_1 8, nor2_1 27, dfxtp_1 20, nor2b_1 4, mux2i_1 5
xnor2_1 9, a31oi_1 8, o211ai_1 5, o31ai_1 4, clkbuf_8 5, ha_1 13
o311ai_0 3, nor3_1 7, edfxtp_1 19, a221o_1 4, nand2_1 59, inv_1 17
o21ai_1 3, nand3_1 24, a22oi_1 5, o22ai_1 5
layout make-up:
cell class | count | area [um2]
fill | 562 | 2580
multi-input combinational | 300 | 1860
sequential | 39 | 971
timing repair buffer | 33 | 323
tap | 75 | 93.8
clock buffer | 6 | 72.6
inverter | 18 | 67.6
clock inverter | 2 | 60.1
worst paths after layout:
check / startpoint / endpoint / slack [ns]
max: bcd_data[20] / bcd_data[26] / 1.68
min: bcd_data[0] / bcd_data[0] / 0.47
max reg2reg: bcd_data[20] / bcd_data[26] / 1.68
min reg2reg: bcd_data[0] / bcd_data[0] / 0.47
No activity file was given, so power comes from the tool's default toggle rates.
