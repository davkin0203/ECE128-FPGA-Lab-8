==> ./design.v <==
`timescale 1ns / 1ps
module driver(
input clk,
 input [15:0] bcd_in,
 output [3:0] sseg_a_o,
 output [6:0] sseg_c_o);
parameter g_s = 5;
parameter gt = 4;
wire [6:0] sseg_o;
reg [3:0] anode =4'b0001;
reg [3:0] bcd_seg =4'b0000;
reg [g_s-1:0] g_count =0;
wire [1:0] cnt_q;
Seven_seg_decoder uut1(.clk(clk), .bcd(bcd_seg), .seg(sseg_o));  
    always @(posedge clk)
    begin
    g_count =g_count+1;
        if(g_count == 0)
            begin
            if(anode == 4'b0001)
                begin
                anode = 4'b1000;
                end   
            else 
                begin
                anode = anode >>1;
                end
             end
         if(&g_count[g_s-1:gt])
            begin
            case (anode)  
                4'b0001: bcd_seg = bcd_in[3:0];
                4'b0010: bcd_seg = bcd_in[7:4];
                4'b0100: bcd_seg = bcd_in[11:8];
                4'b1000: bcd_seg = bcd_in[15:12];
                default : bcd_seg = 4'b1111; 
            endcase
         end 
         else 
            begin
            bcd_seg = 4'b1111; 
            end 
          end
assign  sseg_a_o = ~anode;
assign  sseg_c_o = sseg_o;  
endmodule
module Seven_seg_decoder(clk, bcd, seg); 
input clk; 
input [3:0] bcd; 
output reg[6:0] seg; 
always @(posedge clk)    
begin        
case (bcd)  
      4'b0000: seg = 7'b0000001; 
      4'b0001: seg = 7'b1001111;  
      4'b0010: seg = 7'b0010010;
      4'b0011: seg = 7'b0000110;
      4'b0100: seg = 7'b1001100;
      4'b0101: seg = 7'b0100100;
      4'b0110: seg = 7'b1100000;
      4'b0111: seg = 7'b0001111;
      4'b1000: seg = 7'b0000000;
      4'b1001: seg = 7'b0001100;
default : seg = 7'b1111111;                     
endcase               
end                
endmodule
==> ./run.sh <==
#!/bin/bash
# OpenROAD 26Q1-2900-gdf79404cd8, Yosys 0.63+post, stock flow scripts
make -C /OpenROAD-flow-scripts/flow DESIGN_CONFIG=/design/flow/config.mk WORK_HOME=/design/flow/orfs finish
==> ./config.mk <==
export PLATFORM = sky130hd
export DESIGN_NAME = driver
export DESIGN_NICKNAME = driver
export VERILOG_FILES = /design/flow/design.v
export SDC_FILE = /design/flow/constraint.sdc
export NUM_CORES = 4
export LEC_CHECK = 1
export CORE_AREA = 10 10 86 86
export DIE_AREA = 0 0 96 96
==> ./constraint.sdc <==
current_design driver

set clk_period 3.3
set clk_io_pct 0.2

create_clock -name clk0 -period $clk_period [get_ports {clk}]

set non_clock_inputs [all_inputs -no_clocks]
set_input_delay [expr $clk_period * $clk_io_pct] -clock clk0 $non_clock_inputs
set_output_delay [expr $clk_period * $clk_io_pct] -clock clk0 [all_outputs]
==> summary.txt <==
Implementation summary

Across the run, the number of max-cap violations was 0. The initial detailed-routing violation count is 23. The data arrival time reported for the critical path is 1.33 ns. The maximum clock skew at final layout is 0.00528 ns. In this run the tightest slew margin relative to its limit is 0.692. The top fanout value on the critical path is 8. The count of clock tree sinks is 20.

The script extracted a net switching power of 0.0823 mW. The portion of synthesized cell area occupied by the leading cell type is 0.380. Per the timing report, the most critical flop-to-flop path originates at g_count[0].

The initial antenna violation count is 0. The number of standard cells in the final layout excluding fillers is 222. The row count is 27.

Per the OpenROAD floorplan log, the width of the die is 96 µm. The cell-internal power is 0.364 mW. OpenSTA, run right after detailed placement, puts the worst setup slack at 1.28 ns.

The post-CTS resize count is 0. CTS added clock buffers totalling 3. The final report lists the setup-violating endpoint count as 0. The count of nets left with antenna violations after detail routing is 0.

The classification of the worst-slack hold path is flip-flop to flip-flop. The area of the chip is 9220 µm². Including well taps, the total number of placed cells is 218.

Counting pins that exceed their max-slew limit in the final report gives 0. For reference, the clock transition at the flip-flops on the worst setup and hold paths is 0.08 ns. The floorplan core area is 5540 µm². The script logs the ratio of routed vias to standard cells as 4.17. The critical path startpoint is anode[3].

The most numerous logic cell after layout is sky130_fd_sc_hd__clkdlybuf4s50_1. The share of the core filled by cells before placement is 0.190. The combinational share of power is 0.046. The vertical die size is 96 µm.

The number of enable-type register cells in the synthesized netlist is 0. The cell area after synthesis is 1050 µm². The number of global-route vias before repair is 918. The top cell types in the final layout, fill and taps aside, are sky130_fd_sc_hd__clkdlybuf4s50_1, sky130_fd_sc_hd__dfxtp_1, sky130_fd_sc_hd__o21ai_0. The count of buffers from port buffering is 27. The path type of the worst setup path is flip-flop to output pin. The synthesized netlist was found by Yosys to have 121 cells. The detailed-route wire length per cell is 10.7 µm. The leakage power in the latest report is 0.551 nW.

The unique cell type count in the Yosys netlist is 35. Wires add up to 2.38 mm. The first global-routing pass estimated 4.06 mm of wire. The most used flip-flop cell after synthesis is sky130_fd_sc_hd__dfxtp_1. At the end of routability-driven placement, the weighted congestion stood at 0.837. The summed negative setup slack over all endpoints is 0 ns. The first-pass iteration count of the detailed router is 5.

Ranked by total cell area, the synthesized netlist is headed by sky130_fd_sc_hd__dfxtp_1, sky130_fd_sc_hd__ha_1, sky130_fd_sc_hd__o21ai_0. The post-CTS setup repair buffer count is 0. The flow ran to the end, and the final reports show no timing, DRC or antenna violations. The number of OpenROAD warnings is 31. The number of inserted diodes is 0. Of the available clock period, the critical path in the final layout requires 0.603. The script computed the net switching share of total power as 0.184. The share of synthesized area occupied by flip-flops and latches is 0.380. The overall fraction of global-route tracks in use is 0.0533. The analysis reports a worst IR drop on VDD of 0.140 mV. Setup repair after global routing left no endpoint under its margin. Hold repair after CTS inserted 0 buffers. The post-synthesis to final-layout area growth is 38.6%.

Dividing total power by cell area gives a power density of 305 nW/µm². The hold path startpoint is g_count[0]. The synthesis report lists the Yosys warning total as 2. Looking at the max-slew report, the worst-margin pin has a slew of 0.457 ns. The worst setup path is captured at an output pin.

The number of endpoints with negative hold slack in the final report is 0. Global routing finished with a remaining overflow of 0. The slack of the critical path is 1.31 ns. The final layout report lists a filler cell count of 603.

The stat command in Yosys gives a chip area of 1050 µm². In the routed design, unresolved DRC markers number 0. Summing over every cut layer, the via total after detailed routing is 925.

The largest net degree at the start of global routing is 16. The buffer levels on the longest clock path is 2. The register bit total from synthesis is 20. The power report attributes to the sequential group a share of 0.540. The boundary pin count is 28. Per the timing report, the achievable frequency comes out to 0.502 GHz.

The required time of the critical path is 2.64 ns. The H-tree depth is 1. Yosys reported that registers with async set or reset make up 0. Clock tree synthesis selected as its root buffer the cell sky130_fd_sc_hd__clkbuf_8.

The power report attributes to the clock group a share of 0.414. The cell type with the largest total area after synthesis is sky130_fd_sc_hd__dfxtp_1. The layout summary lists the proportion of cells stronger than drive strength 1 as 0.0667. The skew report gives the latency at the later pin of the worst-skew pair as 0.26 ns. TritonCTS built the clock tree. The shortest period the worst path allows is 1.99 ns. The startpoint kind of the worst setup timing path is a flip-flop.

The wire-length estimate of the detail-placed layout is 1.95 mm. Per the post-synthesis stats, the area per cell is 8.72 µm². The gate count of the mapped netlist is 121.
flip-flops by register name, indices dropped and copies added, names as in the netlist:
register / cells
uut1.seg: 7
g_count: 5
anode: 4
bcd_seg: 4
cell families after synthesis:
family                   Yosys count  share of synthesized area
flip-flops                        20                      0.380
multiplexers                       1                     0.0142
XOR/XNOR                           5                     0.0415
AND/OR/NAND/NOR                   26                      0.134
adder cells (fa/ha/maj)            8                     0.0949
buffers and inverters             14                     0.0510
AND-OR/OR-AND                     47                      0.285
critical path: stages, from the launching register on:
cell,delay (ns)
sky130_fd_sc_hd__dfxtp_1,0.49
sky130_fd_sc_hd__inv_1,0.15
sky130_fd_sc_hd__clkdlybuf4s50_1,0.44
metrics by stage:
step | hold slack [ns] | total power [mW] | area [µm²] | util
after global placement | 0.410 | 0.267 | 1410 | 0.254
final | 0.440 | 0.446 | 1460 | 0.264
after global routing | 0.487 | 0.464 | 1460 | 0.264
after floorplan | 0.398 | 0.247 | 1050 | -
after detailed placement | 0.419 | 0.267 | 1410 | 0.254
after CTS | 0.440 | 0.452 | 1460 | 0.264
power groups by stage:
stage | combinational (mW) | clock (mW) | sequential, mW
CTS | 0.0205 | 0.190 | 0.241
global route | 0.0213 | 0.202 | 0.241
finish | 0.0204 | 0.185 | 0.241
final timing paths:
| kind | end | slack (ns) | cells past startpoint |
|---|---|---|---|
| worst min-delay path | g_count[0] | 0.44 | 1 |
| worst min register to register | g_count[0] | 0.44 | 1 |
| worst max register to register | anode[3] | 1.35 | 6 |
| worst max-delay path | sseg_a_o[3] | 1.31 | 2 |
cell type report:
class | count | area [µm²] | area share
clock buffer | 4 | 55.1 | 0.0377
inverter | 12 | 45.0 | 0.0308
multi-input combinational | 87 | 601 | 0.411
sequential | 20 | 400 | 0.274
tap | 72 | 90.1 | 0.0616
timing repair buffer | 27 | 270 | 0.185
cell usage after synthesis, drive strengths merged, types with 2 or more instances:
master	number
dfxtp	20
o21ai	20
inv	12
a21oi	10
ha	8
nand2	6
nor2	5
nand3	4
xor2	4
a211oi	3
a222oi	3
a22o	3
and2	2
clkbuf	2
nor3	2
nor4	2
metal layers:
metal	global-route usage	wire length, µm	vias to the layer above
met3	0.0283	315	0
met4	0.00123	0	0
met1	0.0678	1080	404
met2	0.0835	985	28
met5	0	0	-
li1	-	-	493
No activity file was given, so power comes from the tool's default toggle rates.
